==> design/flow/config.mk <==
export PLATFORM = sky130hd
export DESIGN_NAME = accelerator
export DESIGN_NICKNAME = accelerator
export VERILOG_FILES = /design/flow/design.v
export SDC_FILE = /design/flow/constraint.sdc
export NUM_CORES = 4
export LEC_CHECK = 1
export CORE_UTILIZATION = 40
==> design/flow/constraint.sdc <==
current_design accelerator

set clk_period 29.1
set clk_io_pct 0.2

create_clock -name clk0 -period $clk_period [get_ports {clk}]

set non_clock_inputs [all_inputs -no_clocks]
set_input_delay [expr $clk_period * $clk_io_pct] -clock clk0 $non_clock_inputs
set_output_delay [expr $clk_period * $clk_io_pct] -clock clk0 [all_outputs]
==> design/flow/design.v <==
module accelerator (
    input logic clk, rst,
    input logic signed [31:0] a0,
    input logic signed [31:0] a1,
    input logic signed [31:0] a2,
    input logic signed [31:0] a3,
    input logic signed [31:0] a4,
    input logic signed [31:0] a5,
    input logic signed [31:0] a6,
    input logic signed [31:0] a7,
    input logic signed [31:0] b0,
    input logic signed [31:0] b1,
    input logic signed [31:0] b2,
    input logic signed [31:0] b3,
    input logic signed [31:0] b4,
    input logic signed [31:0] b5,
    input logic signed [31:0] b6,
    input logic signed [31:0] b7,
    input logic start,
    output logic done,
    output logic signed [63:0] result
);
    logic signed [31:0] A_v [7:0];                
    logic signed [31:0] B_v [7:0];                
    assign A_v[0] = a0; assign B_v[0] = b0;
    assign A_v[1] = a1; assign B_v[1] = b1;
    assign A_v[2] = a2; assign B_v[2] = b2;
    assign A_v[3] = a3; assign B_v[3] = b3;
    assign A_v[4] = a4; assign B_v[4] = b4;
    assign A_v[5] = a5; assign B_v[5] = b5;
    assign A_v[6] = a6; assign B_v[6] = b6;
    assign A_v[7] = a7; assign B_v[7] = b7;
    logic [7:0]  index, index_next;                  
    logic signed [63:0] acc, acc_next;               
    logic signed [63:0] prod;                        
    logic done_reg, done_next;                       
    typedef enum logic [1:0] {
        IDLE, 
        CALC, 
        DONE
    } state_type;
    state_type state, state_next;
    always_ff @(posedge clk, posedge rst) begin
        if (rst) begin
            state <= IDLE;
            index <= 0;
            acc   <= 0;
            done_reg <= 0;
        end else begin
            state <= state_next;
            index <= index_next;
            acc   <= acc_next;
            done_reg <= done_next;
        end
    end
    assign prod = A_v[index] * B_v[index];
    always_comb begin
        state_next = state;
        index_next = index;
        acc_next   = acc;
        done_next  = done_reg;
        case (state) 
            IDLE: begin
                done_next  = 0;
                if (start) begin
                    state_next = CALC;
                    index_next = 0;
                    acc_next   = 0;  
                end
            end
            CALC: begin
                acc_next   = acc + prod;
                index_next = index + 1'b1;
                if (index == 4'd7) begin
                    state_next = DONE;
                    done_next = 1;
                end
            end
            DONE: begin
                if (!start)      
                    state_next = IDLE;       
            end
            default: begin
                state_next = IDLE;
            end
        endcase
    end
    assign done = done_reg;
    assign result = acc;
endmodule
==> design/flow/run.sh <==
#!/bin/bash
# OpenROAD 26Q1-2900-gdf79404cd8, Yosys 0.63+post, stock flow scripts
make -C /OpenROAD-flow-scripts/flow DESIGN_CONFIG=/design/flow/config.mk WORK_HOME=/design/flow/orfs finish
==> reports/metrics.csv <==
stage,metric,value,unit
final_timing,hold_violations,0,
synthesis,edf_count,0,
placed_design,gp_congestion,1.02,
synthesis,ys_seq_share,4.16,%
clock_tree,cts_htree_levels,3,
job,warning_count,35,
synthesis,numSynthFlops,76,
synthesis,syn_area,45700,µm²
global_routing,busiest_layer,met2,
clock_tree,ctsLongestPathBuffers,2,
floorplanning,chipArea,116000,µm²
synthesis,synth_cell_types,69,
drt,vias_per_cell,5.27,
floorplanning,die_w,340,µm
global_routing,antenna_found_initial,12,
synthesis,synth-main-ff-cell,dfrtp_1,
floorplanning,core,113000,µm²
final_timing,grt_setup_unrepaired,no,
synthesis,synthArstFlopShare,100,%
synthesis,yosysChipArea,45700,µm²
clock_tree,cts_sinks,76,
final_timing,fin_crit,15.31,ns
min_path,hold_class,flip-flop to flip-flop,
drt,ant_nets,0,
cells_and_area,largest_reg_flops,64,
setup_path,crit_required,29.44,ns
cells_and_area,top_regs,"acc x64, index x8, state x3",
cells_and_area,area_growth,18.0,%
final_timing,setup_tns,0,ns
min_path,min_delay_path_depth,2,
floorplanning,fp_util,40.5,%
setup_path,crit_path_start_kind,input pin,
final_timing,worst_slew_pin_slew,0.934,ns
setup_path,cp_slowest_stage_delay,0.78,ns
final_timing,setup_viol,0,
cells_and_area,fin_util,47.8,%
global_routing,grt-ovfl-total,0,
global_routing,grt_pass1_wl,277000,µm
synthesis,syn_inst,5099,
global_routing,grt.total_usage,35.7,%
cells_and_area,drive_gt1_share,5.56,%
clock_tree,cts_tree,done,
global_routing,grt_max_degree,128,
synthesis,ys_cells,5099,
clock_tree,clk_pin_slew,0.10,ns
global_routing,met1_usage,48.2,%
final_timing,fin_crit_sh,52.6,%
setup_path,reg2reg_depth,31,
global_routing,first_global_vias,40900,
floorplanning,io_pins,580,
clock_tree,holdBufCountCts,0,
setup_path,crit_top_cell,fa_1,
floorplanning,rows,123,
setup_path,path_max_fanout,32,
drt,vias,37200,
clock_tree,cts-root-buf,clkbuf_16,
placed_design,io_buffer_count,579,
synthesis,synth_warnings,3,
run_status,outcome,"finished, final reports clean",
job,maxCapViolCount,0,
drt,dr.pass1.iters,9,
final_timing,relSlewSlack,37.7,%
global_routing,use_met3,16.0,%
final_timing,slew_viol_final,0,
final_timing,clock_skew,0.0279,ns
setup_path,cp_slowest_cell,a222oi_1,
drt,routedWlPerCell,26.2,µm
clock_tree,post-cts-setup-buffer-count,0,
global_routing,use_met2,51.1,%
clock_tree,cts_buffers,9,
setup_path,crit_path_end_kind,flip-flop,
drt,drt_iter0_markers,2291,
final_timing,max_freq,65.3,MHz
clock_tree,insertion_delay,0.44,ns
placed_design,hpwl,153000,µm
cells_and_area,top_register,acc,
setup_path,crit_type,input pin to flip-flop,
synthesis,avgSynthCellArea,8.96,µm²
setup_path,arrival,15.65,ns
drt,wl,185000,µm
drt,drc_errors,0,
floorplanning,die_h,340,µm
clock_tree,cts.repair.resized,0,
==> through the flow <==
stage / worst slack [ns] / instance area [µm²] / hold WS (ns) / instances
floorplan: 14.43 / 45700 / 0.445 / 5099
global placement: 13.28 / 53600 / 0.482 / 7044
detailed placement: 13.21 / 53600 / 0.493 / 7044
CTS: 13.66 / 53900 / 0.514 / 7060
global route: 13.17 / 53900 / 0.540 / 7066
finish: 13.79 / 53900 / 0.509 / 7069
==> metal layers <==
metal,wire length (µm),up-vias
met5,46,-
met4,12500,8
met3,22000,381
met2,81700,1913
met1,68800,18900
li1,-,16100
==> layout make-up <==
type	instances	area, µm²
repair buffers	703	6740
diodes	9	22.5
multi-input cells	3439	38100
fillers	10700	59000
well taps	1500	1880
inverters	1326	4980
clock inverters	7	91.3
clock buffers	9	225
flip-flops and latches	76	1910
==> critical path: cells and delay by family <==
kind	cells	cell delay [ns]
buf+inv	10	1.66
compound gates	6	2.52
fa+ha+maj	9	4.35
simple gates	6	1.25
==> synthesized netlist by cell type, types with 18 or more instances <==
cell | n | area share (%)
inv_1 | 1326 | 11
fa_1 | 1210 | 53
nand2_1 | 692 | 5.7
nor2_1 | 460 | 3.8
clkbuf_1 | 228 | 1.9
ha_1 | 224 | 6.1
mux2_2 | 106 | 2.6
dfrtp_1 | 75 | 4.1
a222oi_1 | 65 | 1.4
a21oi_1 | 61 | 0.67
nand4_1 | 60 | 0.82
a21o_1 | 51 | 0.84
xnor2_1 | 49 | 0.94
and2_1 | 48 | 0.66
o21a_1 | 47 | 0.77
o21ai_0 | 47 | 0.51
o22ai_1 | 45 | 0.62
o21ai_1 | 37 | 0.41
xor2_1 | 29 | 0.56
nand2b_1 | 27 | 0.37
buf_1 | 22 | 0.18
nand3_1 | 18 | 0.20
==> worst paths after layout <==
path                               start        to  slack [ns]
worst min-delay path            state[1]  state[0]        0.51
min in group asynchronous            rst   acc[61]        5.86
worst max register to register  index[2]   acc[57]       17.34
worst max-delay path               b3[0]   acc[57]       13.79
worst min register to register  state[1]  state[0]        0.51
max in group asynchronous            rst   acc[16]       22.21
==> cell usage in the layout (no fill, tap or decap), types with 10 or more instances in the layout <==
cell	synthesis	final
inv_1	1326	1323
fa_1	1210	1210
nand2_1	692	689
clkdlybuf4s50_1	0	579
nor2_1	460	460
ha_1	224	220
buf_4	0	123
mux2_2	106	106
dfrtp_1	75	74
a222oi_1	65	65
nand4_1	60	60
a21oi_1	61	60
a21o_1	51	51
xnor2_1	49	49
and2_1	48	47
o21a_1	47	46
o22ai_1	45	44
o21ai_0	47	39
o21ai_1	37	30
xor2_1	29	29
nand2b_1	27	27
nand3_1	18	18
nor2b_1	17	17
a22oi_1	15	15
o21ai_2	0	14
o21bai_1	13	13
a41oi_2	0	11
and3_1	10	10
==> logic make-up (layout without fill, tap and decap cells) <==
| logic type | after synthesis | count (layout) | share of synthesized area (%) |
|---|---|---|---|
| multiplexers | 107 | 107 | 2.63 |
| AND/OR/NAND/NOR | 1360 | 1360 | 12.3 |
| other | 0 | 9 | 0 |
| adder cells (fa/ha/maj) | 1434 | 1434 | 59.1 |
| AND-OR/OR-AND | 460 | 460 | 7.23 |
| flip-flops | 76 | 76 | 4.16 |
| XOR/XNOR | 78 | 78 | 1.49 |
| buffers and inverters | 1584 | 2045 | 13.0 |
